===== flow/config.mk =====
export PLATFORM = sky130hd
export DESIGN_NAME = top
export DESIGN_NICKNAME = top
export VERILOG_FILES = /design/flow/design.v
export SDC_FILE = /design/flow/constraint.sdc
export NUM_CORES = 4
export LEC_CHECK = 1
export CORE_AREA = 10 10 106 106
export DIE_AREA = 0 0 116 116

===== flow/constraint.sdc =====
current_design top

set clk_period 5.3
set clk_io_pct 0.2

create_clock -name clk0 -period $clk_period [get_ports {clk}]

set non_clock_inputs [all_inputs -no_clocks]
set_input_delay [expr $clk_period * $clk_io_pct] -clock clk0 $non_clock_inputs
set_output_delay [expr $clk_period * $clk_io_pct] -clock clk0 [all_outputs]

===== flow/design.v =====
module clock_div 
#(
    parameter DIVIDE_BY = 17
) 
(
    input clock,
    input reset,
    output reg div_clock
);
    wire [DIVIDE_BY - 1: 0] q_chain;
    reg [DIVIDE_BY-1:0] count;
    always @(posedge clock or posedge reset) begin
        if (reset) begin
            count <= 0;
            div_clock <= 0;
        end else begin
            count <= count + 1;
            div_clock <= count[DIVIDE_BY-1];  
        end
    end
endmodule
module dff(
    input reset,
    input clock,
    input D,
    output reg Q,
    output NotQ
);
    always @(posedge reset, posedge clock) begin
        if (reset) begin
            Q <= 0;
        end else if (clock) begin
            Q <= D;
        end
    end
    assign NotQ = ~Q;
endmodule
module full_adder (
    input A, B, Cin,
    output Y, Cout
);
    wire Sum;
    assign Sum = A ^ B;  
    assign Y = Sum ^ Cin;  
    assign Cout = (A & B) | (A & Cin) | (B & Cin);  
endmodule
module full_subtractor (
    input A, B, Bin,
    output Y, Bout
);
    wire Diff;
    assign Diff = A ^ B;
    assign Y = Diff ^ Bin;
    assign Bout = (~A & B) | (~A & Bin) | (B & Bin);
endmodule
module math_block (
    input [3:0] A,
    input [3:0] B,
    output [3:0] AplusB,
    output [3:0] AminusB
);
    wire [4:0] carry;
    wire [4:0] borrow;
    genvar i;
    generate
        full_adder add0 (
            .A(A[0]),
            .B(B[0]),
            .Cin(1'b0),
            .Y(AplusB[0]),
            .Cout(carry[0])
        );
        for (i = 1; i < 4; i = i + 1) begin
            full_adder add_i (
                .A(A[i]),
                .B(B[i]),
                .Cin(carry[i-1]),
                .Y(AplusB[i]),
                .Cout(carry[i])
            );
        end
    endgenerate
    generate
        full_subtractor sub0 (
            .A(A[0]),
            .B(B[0]),
            .Bin(1'b0), 
            .Y(AminusB[0]),
            .Bout(borrow[0])
        );
        for (i = 1; i < 4; i = i + 1) begin
            full_subtractor sub_i (
                .A(A[i]),
                .B(B[i]),
                .Bin(borrow[i-1]),
                .Y(AminusB[i]),
                .Bout(borrow[i])
            );
        end
    endgenerate
endmodule
module seven_seg_decoder(
    input [3:0] A,
    input [3:0] B,
    input [3:0] AplusB,
    input [3:0] AminusB,
    input [3:0] anode,
    output reg [6:0] segs
);
    wire [3:0] selected_sig;
     assign selected_sig = (anode == 4'b1110) ? A :
                           (anode == 4'b1101) ? B :
                           (anode == 4'b1011) ? AplusB :
                           (anode == 4'b0111) ? AminusB : 4'b1111;
     always @(*) begin
        case(selected_sig)
            0: segs  = 7'b1000000;        
            1: segs  = 7'b1111001;        
            2: segs  = 7'b0100100;        
            3: segs  = 7'b0110000;        
            4: segs  = 7'b0011001;        
            5: segs  = 7'b0010010;        
            6: segs  = 7'b0000010;        
            7: segs  = 7'b1111000;        
            8: segs  = 7'b0000000;
            9: segs  = 7'b0010000;        
            10: segs = 7'b0001000;        
            11: segs = 7'b0000011;        
            12: segs = 7'b1000110;        
            13: segs = 7'b0100001;        
            14: segs = 7'b0000110;        
            15: segs = 7'b0001110;       
        endcase
    end
endmodule
module seven_seg_scanner(
    input div_clock,
    input reset,
    output [3:0] anode
);
    wire [1:0] current_state;
    wire [1:0] next_state;
    assign next_state = current_state + 1;
    dff state_ff0 (
        .reset(reset),
        .clock(div_clock),
        .D(next_state[0]),
        .Q(current_state[0])
    );
    dff state_ff1 (
        .reset(reset),
        .clock(div_clock),
        .D(next_state[1]),
        .Q(current_state[1])
    );
    assign anode =
        (current_state == 2'b00) ? 4'b1110 :   
        (current_state == 2'b01) ? 4'b1101 :   
        (current_state == 2'b10) ? 4'b1011 :   
        (current_state == 2'b11) ? 4'b0111 :   
        4'b1111;                       
endmodule
module top
#(
    parameter DIVIDE_BY = 17  
)
(
    input [7:0] sw,  
    input clk,  
    input btnC,  
    output [3:0] an,  
    output [6:0] seg  
);
    wire [3:0] AplusB, AminusB;
    wire clock_hz;
    clock_div #(
        .DIVIDE_BY (DIVIDE_BY)
    ) clock_divider (
        .clock(clk),
        .reset(btnC),
        .div_clock(clock_hz)
    );
    seven_seg_scanner scanner (
        .div_clock(clock_hz),
        .reset(btnC),
        .anode(an)
    );
    seven_seg_decoder decoder (
        .A(sw[3:0]),
        .B(sw[7:4]),
        .AplusB(AplusB),
        .AminusB(AminusB),
        .anode(an),
        .segs(seg)
    );
    math_block plus_minus (
        .A(sw[3:0]),
        .B(sw[7:4]),
        .AplusB(AplusB),
        .AminusB(AminusB)
    );
endmodule

===== flow/run.sh =====
#!/bin/bash
# OpenROAD 26Q1-2900-gdf79404cd8, Yosys 0.63+post, stock flow scripts
make -C /OpenROAD-flow-scripts/flow DESIGN_CONFIG=/design/flow/config.mk WORK_HOME=/design/flow/orfs finish

==> changes_impl.md <==
### Changed

- Basic Gates by Area: 0.1642
- Top cells by count: dfrtp_1, ha_1, inv_1, xnor2_1
- Cell with the most instances after synthesis: dfrtp_1
- Net Sw Power: ~0.067 mW
- Post-Route WL: between 2000 and 3000 um
- Placed Area: around 1800 um2
- Worst slew margin: 0.5165
- AND-OR/OR-AND Cells, Area Fraction: 0.1112
- Asr flop ratio synth: 1.000
- Gr ovfl total: 0
- IO Count: 21
- CTS Root Cell: clkbuf_8
- Fillers: about 950
- CP Data Arrival Time: 4.02 ns
- Worst skew pair latency: between 0.2 and 0.3 ns
- Tot GR Track Use: 0.04327
- Critical Path End Type: output port
- Sequential power share: 0.485
- Worst R2R End: clock_divider.count[12]$_DFF_PP0_
- DRT iter0 DRCs: 77
- First-pass DRT Iterations: 4
- Mapped Cells: 149
- Yosys warning tally: 3
- Max-cap violations: 0
- Routed via count: roughly 1,100
- WS Path Type: in -> out
- Setup Skew: ~0.0028 ns
- Ys cells: approximately 150
- Status: finished, final reports clean
- Hold Crit Start: clock_divider.count[16]$_DFF_PP0_
- Hold Crit Class: reg -> reg
- Cell Pwr Density: 151.9 nW/um2
- Post-synth area hogs: dfrtp_1, ha_1, xnor2_1
- WP data required: between 4 and 5 ns
- Worst-Margin Slew: between 0.7 and 0.8 ns
- Share of the clock period used by the worst path: 0.9589
- Reg2Reg Launch Point: clock_divider.count[0]$_DFF_PP0_
- Final hold vios: 0
- Clock buffer depth: 2
- Most used flip-flop cell: dfrtp_1
- EDFF count, synth: 0
- Synth unique cells: 34
- Row count: 34
- First-pass GRT wire length: just under 5000 um
- Post-Syn Area per Cell: 9.816 um2
- Detailed-placement wirelength estimate: between 2000 and 2500 um
- Pwr Total: between 0.2 and 0.3 mW
- TritonCTS clock tree: built
- Drt drc: 0
- Min Hold Slack: between 0.4 and 0.5 ns
- Post-Synth XOR/XNOR Area: 0.1018
- Aggregate negative setup slack: 0 ns
- Post-synthesis cell area: about 1500 um2
- Post-Layout Inst Area: roughly 1900 um2
- Buffers added on ports: 20
- Area leader, netlist: dfrtp_1
- Endpoints left unconstrained: 6
- Wire per inst: between 10 and 15 um
- Die footprint: around 13,000 um2
- Top logic family: adder cells
- FF-to-FF setup slack: between 3 and 4 ns
- CP Max Fanout: 7
- Fp util: 0.1653
- Chip Height: between 100 and 150 um
- Internal Power: roughly 0.22 mW
- P&R area growth vs syn: 27.63%
- Crit path launch type: input port
- Final setup viols: 0
- Max-area cell share: 0.3422
- Clock Pin Slew Worst Setup and Hold Paths: roughly 0.060 ns
- Peak supply drop: ~0.067 mV
- Post-synth seq share: 0.3422
- Net Sw Frac: 0.2359
- Die width: 116 um
- Worst r2r path cells: 5
- Post-DRT Antenna Nets: 0
- Vias in the first global route: around 1,000
- H-tree levels: 1
- Antenna violations before repair: 0
- Diodes inserted: 0
- OpenROAD warning count: 38
- Yosys stat chip area: between 1000 and 1500 um2
- Max Freq: between 150 and 200 MHz
- Register pins left without a clock: 2
- # hold bufs at CTS: 0
- WHS Endpoint: clock_divider.div_clock$_DFF_PP0_
- Layout cells sized above 1: 0.06936
- Multiplexer share: 0.02737
- Vias per cell: a little under 4
- LEAKAGE: 0.8451 nW
- Final Max Tran Viols: 0
- Largest net degree at the start of global routing: 21
- Combinational Power Share: 0.191
- Ys flops: 20
- Clock network fraction of design power: 0.325
- CTS Buf Count: 3
- Hold Crit Depth: 0
- RSZ-0062 raised after global routing: false
- Core footprint: between 8000 and 9000 um2
- Adder Area Share: 0.2002
- Final worst path period need: between 5 and 6 ns
- Routability cong.: ~0.81
-- area by class of cell --
type / instances / area, um2 / area share
Sequential cell: 20 / 500.5 / 0.2681
Tap cell: 108 / 135.1 / 0.07239
Timing Repair Buffer: 24 / 232.7 / 0.1247
Clock buffer: 3 / 41.29 / 0.02212
Multi-Input combinational cell: 110 / 897.1 / 0.4806
Inverter: 16 / 60.06 / 0.03217
-- routing by layer --
metal | routed length [um] | vias up | track usage
met5 | 0 | - | 0
met4 | 42 | 0 | 0.006672
met3 | 167 | 5 | 0.009942
met2 | 1226 | 24 | 0.06447
met1 | 1503 | 525 | 0.06380
li1 | - | 556 | -
-- cells in the final DEF, fill, tap and decap left out, types with 2 or more instances in the layout --
cell type,instances
a21oi_1,5
a22o_1,3
and3_1,5
buf_4,4
clkbuf_8,3
clkdlybuf4s50_1,19
dfrtp_1,20
fa_1,4
ha_1,17
inv_1,16
mux2i_1,4
nand2_1,8
nand2b_1,2
nand3_1,9
nand3b_1,2
nand4_1,3
nor2_1,7
o21ai_0,9
xnor2_1,12
xor2_1,5
-- timing repair --
item                       4_1_cts  5_1_grt
setup buffers                    0        1
setup endpoints to repair        0        4
gates resized                    0        1
-- critical path, stage by stage --
cell,delay (ns)
clkdlybuf4s50_1,0.53
inv_1,0.08
fa_1,0.43
fa_1,0.49
nand2_1,0.06
o21ai_1,0.18
a22oi_1,0.09
buf_4,0.18
nand2_1,0.10
a21bo_2,0.23
a22o_1,0.18
clkdlybuf4s50_1,0.41
-- power by group through the flow --
stage | Combinational (mW) | Clock (mW) | Sequential (mW)
final | 0.0541 | 0.0921 | 0.137
after global routing | 0.0614 | 0.101 | 0.137
after CTS | 0.0541 | 0.0934 | 0.137
-- kinds of logic after synthesis --
kind of cell | Yosys count
AOI/OAI and AO/OA | 25
adders and majority gates | 21
buffers and inverters | 20
DFF | 20
and+or+nand+nor | 42
xor gates and xnor gates | 17
muxes | 4
-- per-stage QoR --
stage / setup WS, ns / std cells / util
6_report: 0.2178 / 281 / 0.2110
5_1_grt: 0.001316 / 281 / 0.2110
4_1_cts: 0.09336 / 279 / 0.2084
3_5_place_dp: 0.1072 / 276 / 0.2038
3_3_place_gp: 0.1144 / 276 / 0.2038
2_1_floorplan: 1.197 / 149 / -
-- worst max path at each step --
stage,from,endpoint,slack (ns),depth (start not counted)
after CTS,sw[0],seg[0],0.09,12
final,sw[1],seg[6],0.22,12
after global routing,sw[4],seg[6],0.001,13
-- flip-flops by register name, indices dropped and copies added (netlist names) --
signal / count
clock_divider.count: 17
clock_divider.div_clock: 1
scanner.state_ff0.Q: 1
scanner.state_ff1.Q: 1
Power figures rest on the tool's default switching activity, not on a simulated workload.
